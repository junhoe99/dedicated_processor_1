`./config.mk`:
```
export PLATFORM = sky130hd
export DESIGN_NAME = dedicated_processor_counter
export DESIGN_NICKNAME = dedicated_processor_counter
export VERILOG_FILES = /design/flow/design.v
export SDC_FILE = /design/flow/constraint.sdc
export NUM_CORES = 4
export LEC_CHECK = 1
export CORE_AREA = 10 10 70 70
export DIE_AREA = 0 0 80 80
```
`./constraint.sdc`:
```
current_design dedicated_processor_counter

set clk_period 1.4
set clk_io_pct 0.2

create_clock -name clk0 -period $clk_period [get_ports {clk}]

set non_clock_inputs [all_inputs -no_clocks]
set_input_delay [expr $clk_period * $clk_io_pct] -clock clk0 $non_clock_inputs
set_output_delay [expr $clk_period * $clk_io_pct] -clock clk0 [all_outputs]
```
`./design.v`:
```
`timescale 1ns / 1ps
module dedicated_processor_counter (
    input logic clk,
    input logic rst,
    output logic [7:0] out
);
    logic ALt10;
    logic AsrcSel;
    logic ALoad;
    logic OutBufSel;
    DataPath DP (
        .*   
    );
    ControlUnit CU (
        .*   
    );
endmodule
module DataPath (
    input  logic       clk,
    input  logic       rst,
    input  logic       AsrcSel,
    input  logic       ALoad,
    input  logic       OutBufSel,
    output logic       ALt10,
    output logic [7:0] out
);
    logic [7:0] w_mux2Areg, w_AregOut;
    logic [7:0] w_Adder_sum;
    mux_2x1 MUX (
        .AsrcSel(AsrcSel),
        .a(8'b0),
        .b(w_Adder_sum),
        .mux2reg(w_mux2Areg)
    );
    Areg AREG (
        .clk  (clk),
        .rst  (rst),
        .ALoad(ALoad),
        .iAreg(w_mux2Areg),
        .oAreg(w_AregOut)
    );
    comparator COMPARATOR (
        .a(w_AregOut),
        .b(8'd10),
        .ALt10(ALt10)
    );
    Adder ADDER (
        .a  (w_AregOut),
        .b  (8'd1),
        .sum(w_Adder_sum)
    );
    outBuf OUTBUF (
        .Areg_data(w_AregOut),
        .OutBufSel(OutBufSel),
        .out(out)
    );
endmodule
module mux_2x1 (
    input logic AsrcSel,
    input logic [7:0] a,
    input logic [7:0] b,
    output logic [7:0] mux2reg   
);
    always_comb begin
        mux2reg = 8'b0;
        case (AsrcSel)
            1'b0: mux2reg = a;
            1'b1: mux2reg = b;
        endcase
    end
endmodule
module Areg (
    input logic clk,
    input logic rst,
    input logic ALoad,
    input logic [7:0] iAreg,
    output logic [7:0] oAreg
);
    always_ff @(posedge clk or posedge rst) begin
        if (rst) oAreg <= 8'b0;
        else if (ALoad) oAreg <= iAreg;
    end
endmodule
module comparator (
    input logic [7:0] a,
    input logic [7:0] b,
    output logic ALt10
);
    assign ALt10 = (a < b);
endmodule
module Adder (
    input  logic [7:0] a,
    input  logic [7:0] b,
    output logic [7:0] sum
);
    assign sum = a + b;
endmodule
module outBuf (
    input logic [7:0] Areg_data,
    input logic OutBufSel,
    output logic [7:0] out
);
    assign out = OutBufSel ? Areg_data : 8'bz;   
endmodule
module ControlUnit (
    input logic clk,
    input logic rst,
    input logic ALt10,
    output logic AsrcSel,
    output logic ALoad,
    output logic OutBufSel
);
    typedef enum bit [2:0] {
        S0,
        S1,
        S2,
        S3,
        S4
    } state_e;
    state_e c_state, n_state;
    always_ff @(posedge clk or posedge rst) begin
        if (rst) begin
            c_state <= S0;
        end else begin
            c_state <= n_state;
        end
    end
    always_comb begin
        n_state = c_state;
        case (c_state)
            S0: begin   
                n_state = S1;
            end
            S1: begin   
                if (ALt10) begin   
                    n_state = S2;
                end else begin
                    n_state = S4;
                end
            end
            S2: begin   
                n_state = S3;
            end
            S3: begin   
                n_state = S1;   
            end
            S4: begin   
                n_state = S4;   
            end
            default: begin
                n_state = S0;
            end
        endcase
    end
    always_comb begin
        AsrcSel = 1'b0;
        ALoad = 1'b0;
        OutBufSel = 1'b0;
        case (c_state)
            S0: begin   
                AsrcSel   = 1'b0;   
                ALoad     = 1'b1;   
                OutBufSel = 1'b0;   
            end
            S1: begin   
                AsrcSel   = 1'b0;   
                ALoad     = 1'b0;   
                OutBufSel = 1'b0;   
            end
            S2: begin   
                AsrcSel   = 1'b0;   
                ALoad     = 1'b0;   
                OutBufSel = 1'b1;   
            end
            S3: begin   
                AsrcSel   = 1'b1;   
                ALoad     = 1'b1;   
                OutBufSel = 1'b0;   
            end
            S4: begin   
                AsrcSel   = 1'b0;   
                ALoad     = 1'b0;   
                OutBufSel = 1'b0;   
            end
        endcase
    end
endmodule
```
`./run.sh`:
```
#!/bin/bash
# OpenROAD 26Q1-2900-gdf79404cd8, Yosys 0.63+post, stock flow scripts
make -C /OpenROAD-flow-scripts/flow DESIGN_CONFIG=/design/flow/config.mk WORK_HOME=/design/flow/orfs finish
```
==> CHANGELOG.md <==
### Metrics

* Top cells excl fill/tap: 10 x buf_4, 8 x dfrtp_1, 5 x nand2_1
* Crit Reg-Reg Endpoint: DP.AREG.oAreg[7]
* CP Capture Type: primary output
* Finish-stage setup viols at 0
* Post-synth design cell area at around 550 sq um
* Fin. Hold Viols at 0
* DRC Markers at 0
* H-tree depth at 1
* IO buf count at 9
* Kind of critical path: flip-flop to primary output
* Mean Syn Cell Area at 10.6 sq um
* Tool warnings at 25
* GRT Resource Usage Total at 0.0398
* Lkg Pwr at 0.000364 uW
* Worst reg2reg setup slack at 0.09 ns
* Area Overhead vs Synth at 49.2%
* Synth mux share at 0.0385
* Top logic family: simple AND/OR/NAND/NOR gates
* Die Y at 80 um
* Warnings, synthesis at 4
* Data arrival time of the worst path at about 1.1 ns
* Status: complete, no violations
* DP Wirelength at 861 um
* Number of diodes at 0
* Yosys stat area at 552 sq um
* M1 wire length at 559 um
* Clock skew at 0.00884 ns
* Wire per inst at 10.2 um
* Worst hold slack at about 0.32 ns
* Longest Clk Path Bufs at 2
* Routed WL at 1.22 mm
* Clock latency (worst-skew pair) at 0.27 ns
* Min-delay worst type: primary input to asynchronous set/reset pin
* Clock Sinks at 12
* CP max stage cell: clkdlybuf4s50_1
* CP cell instances: clkdlybuf4s50_1
* Max_cap viols at 0
* Post-Synth XOR/XNOR Area at 0.0159
* Vias in the first global route at 444
* Remaining antenna violation count at 0
* Flops & latches, synth at 12
* Filler Cell Count at ~370
* Metal2 WL at 465 um
* Slew Viols, Final at 0
* Crit Path Max Fanout at 2
* PD cells at 1540 nW/um^2
* Most common logic cell in the routed design: buf_4
* Crit path max-delay family: buffers and inverters
* Number of detailed-routing iterations run before antenna repair at 4
* Via count at 478
* Starting DRT DRC Count at 35
* Critical R2R Launch: DP.AREG.oAreg[0]
* Placed Area at 711 sq um
* CP Launch Type: flip-flop
* CTS clk-pin slew, worst paths at approximately 0.07 ns
* Synth Area in Adders at 0.0227
* CTS tree: yes
* Die Width at 80 um
* First-pass GRT wire length at 2.10 mm
* Final worst path period need at 1.36 ns
* Crit path buf inv count at 1
* IO Pins at 10
* Utilization after layout at 0.241
* Core ar. at 3420 sq um
* Cells after Synth at 52
* Antenna violations before repair at 0
* Vias/cell at 3.98
* Cell area after layout at 823 sq um
* Gr ovfl total at 0
* Largest net degree at the start of global routing at 13
* Simple-Gate Area Share at 0.215
* Hold_buf cts at 0
* Number of buffers created by CTS at 3
* Compound Share, Synth at 0.120
* Synth Seq Share at 0.546
* Req. time, crit path at 1.12 ns
* Top sig layer: met4
* Worst r2r path cells at 4
* Netlist cell types at 27
* Ys cells at 52
* CTS Root Cell: clkbuf_4
* Met3 wire len at around 190 um
* CP peak stage delay at 0.47 ns
* FP Rows at 21
* FP Core Util at 0.162
* Die area at ~6400 sq um
* Gpl congestion at 0.763
* Max rail drop VDD at 0.401 mV
* Share of cells above drive strength 1 at 0.284
* Final Cycle Share at 0.973
* F_max at 0.734 GHz
==> power breakdown <==
group | internal (uW) | switching, uW | total, uW
sequential | 440 | 72.4 | 512
clock | 110 | 103 | 213
combinational | 301 | 241 | 542
==> cell usage after synthesis <==
library cell,number,area share
o21ai_0,4,0.036
nor2b_1,1,0.011
or4b_1,1,0.018
dfrtp_1,11,0.50
nand4_2,1,0.023
nand4_1,1,0.011
a21oi_1,1,0.0091
nand2_1,5,0.034
inv_1,4,0.027
clkbuf_1,1,0.0068
or3_1,1,0.011
mux2_2,1,0.020
dfstp_2,1,0.048
nor2_1,1,0.0068
nand3_1,4,0.036
and3_1,1,0.011
a22o_2,1,0.018
nor4_1,1,0.011
nand3b_1,1,0.014
nand2b_1,1,0.011
xnor2_1,1,0.016
o211ai_1,3,0.041
o311ai_1,1,0.016
ha_1,1,0.023
nor4b_1,1,0.016
mux2i_1,1,0.018
conb_1,1,0.0068
==> cell type report <==
class | count | area (sq um) | area share
well taps | 46 | 57.6 | 0.0699
repair buffers | 19 | 166 | 0.202
inverters | 4 | 15.0 | 0.0182
multi-input cells | 35 | 253 | 0.307
flip-flops and latches | 12 | 305 | 0.371
clock buffers | 4 | 26.3 | 0.0319
==> state kept, by name, indices dropped and copies added (netlist names) <==
name           cells
DP.AREG.oAreg      8
CU.c_state         4
==> per-stage QoR <==
stage | power [uW] | setup TNS [ns] | setup WS (ns) | std cells
4_1_cts | 1220 | 0 | 0.0101 | 119
5_1_grt | 1380 | -0.00299 | -0.00207 | 120
3_5_place_dp | 938 | 0 | 0.0526 | 108
6_report | 1270 | 0 | 0.0376 | 120
2_1_floorplan | 733 | 0 | 0.175 | 52
3_3_place_gp | 934 | 0 | 0.0516 | 108
==> layer usage <==
layer / GRT usage / vias up
met3: 0.0250 / 2
met1: 0.0555 / 225
met2: 0.0506 / 20
met4: 0.00704 / 0
li1: - / 231
met5: 0 / -
==> how the worst max path moves through the flow <==
stage / slack, ns / startpoint / cells past startpoint / to
CTS: 0.01 / DP.AREG.oAreg[1] / 1 / out[1]
global route: -0.002 / DP.AREG.oAreg[2] / 4 / DP.AREG.oAreg[7]
finish: 0.04 / DP.AREG.oAreg[6] / 1 / out[6]
==> cells by family after synthesis <==
family,after synthesis
AND-OR/OR-AND,10
flip-flops,12
adder cells (fa/ha/maj),1
other,1
AND/OR/NAND/NOR,20
buffers and inverters,5
multiplexers,2
XOR/XNOR,1
==> timing repair <==
action / CTS / global route
pin swaps: 0 / 0
gates resized: 6 / 5
cloned: 0 / 0
endpoints found under the setup margin: 8 / 4
setup buffers: 7 / 1
Power is estimated from default activity; no workload was simulated.
